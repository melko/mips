==> ./design.v <==
module adder #(parameter WIDTH=32)
(
	input [WIDTH-1:0] a,
	input [WIDTH-1:0] b,
	output [WIDTH-1:0] y);
assign y = a + b;
endmodule
module alu #(parameter WIDTH = 32)(
	input [WIDTH-1:0]  A,
	input [WIDTH-1:0]  B,
	input [3:0]      fun,
	output [WIDTH-1:0] Y,
	output          zero);
wire [WIDTH-1:0] BB;
wire [WIDTH-1:0] tmp_and;
wire [WIDTH-1:0] tmp_or;
wire [WIDTH-1:0] tmp_xor;
wire [WIDTH-1:0] tmp_nor;
wire [WIDTH-1:0] tmp_sum;
reg  [WIDTH-1:0] result;
mux2 #(WIDTH) m1(B, ~B, fun[3], BB);
assign tmp_and = A & BB;
assign tmp_or  = A | BB;
assign tmp_xor = A ^ BB;
assign tmp_nor = ~tmp_or;
assign tmp_sum = A + BB + fun[3];
assign zero    = (result == 32'b0);
assign Y = result;
always @(*) begin
	case(fun[2:0])
		3'b000: result = tmp_and;
		3'b001: result = tmp_or;
		3'b010: result = tmp_xor;
		3'b011: result = tmp_nor;
		3'b110: result = tmp_sum[WIDTH-1:0];
		3'b111: result = { {(WIDTH-1){1'b0}}, tmp_sum[WIDTH-1]};
		default: result = 32'bx;
	endcase
end
endmodule
module controller
(
    input [5:0] op,
    input [5:0] funct,
    output jump,
    output branch,
    output [3:0] aluop,
    output alusrc,
    output regdst,
    output regwrite,
    output memwrite,
    output memtoreg,
    output sextend);
reg [7:0] controls;
reg [3:0] alucontrol;
assign { jump, branch, alusrc, regdst, regwrite, memwrite, memtoreg, sextend} = controls;
assign aluop = alucontrol;
always @(*) begin
    case(op)
        6'b000000: begin  
            controls = 8'b0001100x;
            case(funct)
                6'b100000: alucontrol = 4'b0110;  
                6'b100010: alucontrol = 4'b1110;  
                6'b100100: alucontrol = 4'b0000;  
                6'b100101: alucontrol = 4'b0001;  
                6'b100110: alucontrol = 4'b0010;  
                6'b100111: alucontrol = 4'b0011;  
                6'b101010: alucontrol = 4'b1111;  
                default: alucontrol = 4'bxxxx;    
            endcase
        end
        6'b000010: begin controls = 8'b10xx00xx; alucontrol = 4'bxxxx; end  
        6'b000100: begin controls = 8'b010x00xx; alucontrol = 4'b1110; end  
        6'b001000: begin controls = 8'b00101001; alucontrol = 4'b0110; end  
        6'b001010: begin controls = 8'b00101001; alucontrol = 4'b1111; end  
        6'b001100: begin controls = 8'b00101000; alucontrol = 4'b0000; end  
        6'b001101: begin controls = 8'b00101000; alucontrol = 4'b0001; end  
        6'b001110: begin controls = 8'b00101000; alucontrol = 4'b0010; end  
        6'b100011: begin controls = 8'b00101011; alucontrol = 4'b0110; end  
        6'b101011: begin controls = 8'b001x0101; alucontrol = 4'b0110; end  
        default: begin controls = 8'bxxxxxxxx; alucontrol = 4'bxxxx; end  
    endcase
end
endmodule  
module datapath
(
    input clk,
    input reset,
    input [31:0] instruction,  
    output [31:0] pc,  
    input [31:0] readdata,  
    output [31:0] writedata,  
    output [31:0] aluout,  
    input jump,
    input branch,
    input [3:0] aluop,
    input alusrc,
    input regdst,
    input regwrite,
    input memtoreg,
    input sextend);
wire [31:0] pcnext, pcplus4, pcbranch, pcbranchm, pcjump;
wire [31:0] signimm, signimmsh, unsignimm, immediate;
wire branchgate;
wire [4:0] rfwadd;
wire [31:0] srca, srcb, rfrd2, rfwdata;
wire aluzero;
flopr #(32) pcreg(clk, reset, pcnext, pc);
adder #(32) pcadd4(pc, 32'b100, pcplus4);
assign pcjump = { pcplus4[31:28], instruction[25:0], 2'b00};
assign signimm = { {(16){instruction[15]}}, instruction[15:0]};
assign unsignimm = { 16'b0, instruction[15:0]};
sln #(32,2) sl2( signimm, signimmsh);
mux2 #(32) signmux( unsignimm, signimm, sextend, immediate);
adder #(32) pcaddimm( signimmsh, pcplus4, pcbranch);
mux2 #(32) branchmux( pcplus4, pcbranch, branchgate ,pcbranchm);
assign branchgate = aluzero & branch;
mux2 #(32) jumpmux( pcbranchm, pcjump, jump, pcnext);
regfile rf(
    .clk(clk), .ra1(instruction[25:21]),
    .ra2(instruction[20:16]), .wa(rfwadd),
    .wd(rfwdata), .we(regwrite),
    .rd1(srca), .rd2(rfrd2));
mux2 #(5) rfwaddmux(instruction[20:16], instruction[15:11], regdst, rfwadd);
mux2 #(32) rfwdatmux(aluout, readdata, memtoreg, rfwdata);
alu #(32) alu(srca, srcb, aluop, aluout, aluzero);
mux2 #(32) srcbmux(rfrd2, immediate, alusrc, srcb);
assign writedata = rfrd2;
endmodule  
module flopr #(parameter WIDTH=32)
(
	input clk,
	input reset,
	input [WIDTH-1:0] d,
	output reg [WIDTH-1:0] q);
always @(posedge clk, posedge reset) begin
	if(reset) begin
		q <= 0;
	end
	else begin
		q <= d;
	end
end
endmodule
module mips
(
	input clk,
	input reset,
	output [31:0] pc,
	input [31:0] instr,
	output memwrite,
	output [31:0] aluout,
	output [31:0] writedata,
	input [31:0] readdata);
wire memtoreg, alusrc, regdst, regwrite, jump, branch, sextend;
wire [3:0] aluop;
controller c(.op(instr[31:26]), .funct(instr[5:0]), .jump(jump),
	.branch(branch), .aluop(aluop), .alusrc(alusrc), .regdst(regdst), .regwrite(regwrite), .memwrite(memwrite),
	.memtoreg(memtoreg), .sextend(sextend));
datapath dp(.clk(clk), .reset(reset), .instruction(instr), .pc(pc),
	.readdata(readdata), .writedata(writedata), .aluout(aluout), .jump(jump), .branch(branch), .aluop(aluop),
	.alusrc(alusrc), .regdst(regdst), .regwrite(regwrite), .memtoreg(memtoreg), .sextend(sextend));
endmodule
module mux2 #(parameter WIDTH=32)(
	input [WIDTH-1:0] d0,
	input [WIDTH-1:0] d1,
	input              s,
	output [WIDTH-1:0] Y
);
assign Y = s ? d1 : d0;
endmodule
module regfile(
	input         clk,
	input  [4:0]  ra1,
	input  [4:0]  ra2,
	input  [4:0]  wa,
	input  [31:0] wd,
	input         we,
	output [31:0] rd1,
	output [31:0] rd2
);
reg [31:0] rf[31:0];
always @(posedge clk)
	if(we) rf[wa] <= wd;
assign rd1 = (ra1 != 0) ? rf[ra1] : 0;
assign rd2 = (ra2 != 0) ? rf[ra2] : 0;
endmodule
module sln #(
	parameter WIDTH = 32,
	parameter SHIFT = 2
)
(
	input [WIDTH-1:0] X,
	output [WIDTH-1:0] Y
);
assign Y = { X[WIDTH-SHIFT-1:0], {(SHIFT){1'b0}} };
endmodule
==> ./run.sh <==
#!/bin/bash
# OpenROAD 26Q1-2900-gdf79404cd8, Yosys 0.63+post, stock flow scripts
make -C /OpenROAD-flow-scripts/flow DESIGN_CONFIG=/design/flow/config.mk WORK_HOME=/design/flow/orfs finish
==> ./config.mk <==
export PLATFORM = sky130hd
export DESIGN_NAME = mips
export DESIGN_NICKNAME = mips
export VERILOG_FILES = /design/flow/design.v
export SDC_FILE = /design/flow/constraint.sdc
export NUM_CORES = 4
export LEC_CHECK = 1
export CORE_UTILIZATION = 50
==> ./constraint.sdc <==
current_design mips

set clk_period 21.8
set clk_io_pct 0.2

create_clock -name clk0 -period $clk_period [get_ports {clk}]

set non_clock_inputs [all_inputs -no_clocks]
set_input_delay [expr $clk_period * $clk_io_pct] -clock clk0 $non_clock_inputs
set_output_delay [expr $clk_period * $clk_io_pct] -clock clk0 [all_outputs]
==> results.tsv <==
metric	value	unit
Post-Syn Instances	3256	
clock slew at reported path FFs	60	ps
initial antenna violation count	4	
Starting DRT DRC Count	2381	
HPWL Detailed	112	mm
Max-slew headroom	0.346	
synthesized area per cell	17.1	um2
crit path launch type	primary input	
largest net degree at the start of global routing	97	
global-route usage over all layers	0.369	
Routed WL per cell	36.2	um
Final Hold Fails	0	
Post-synth ARST share	0.0285	
post-synthesis sequential area ratio	0.565	
Hold Crit Class	reg2reg	
final WL	181	mm
placement-stage cell area	59600	um2
Boundary Pins	163	
count of tool warnings	58	
synthesis area per yosys	55700	um2
Reg area	31500	um2
Synth area leader	edfxtp_1	
Worst Tran Pin Value	980	ps
crit path DRT	17440	ps
number of remaining DRC errors	0	
Top cells by area	edfxtp_1 (55%), mux4_2 (26%), ha_1 (2.1%)	
placer's final routability congestion estimate	0.989	
Commonest flop	edfxtp_1	
Syn-to-layout area delta	13.6	%
antenna viol nets, final	0	
Top Layout Cells	edfxtp_1 (1024), mux4_2 (640), clkdlybuf4s50_1 (151), nand2_1 (144), buf_4 (115)	
Post-synth EDFFs	1024	
outcome	finished clean	
Slew Viols, Final	0	
H-tree levels	3	
Chip Area	113000	um2
drt pass-1 iters	6	
CP Class	in2out	
Max Cap Violations	0	
Fin Setup TNS	0	ps
RSZ-0062 raised after global routing	no	
Sink Count	1054	
Post-CTS Setup Repair Bufs	0	
Chip Width	336	um
maximum vdd drop	0.0000689	V
CP endpoint kind	output pin	
total grt overflow	0	
Synth Cell Area	55700	um2
fin crit share	0.758	
DIE HEIGHT	336	um
CTS Root Cell	clkbuf_16	
CTS Buffer Depth	3	
total number of vias	33500	
Worst Hold Depth	3	
Core Area	111000	um2
quantity of gates resized following cts	0	
MI comb area	23300	um2
IO buf count	160	
cts bufs inserted	110	
vias in the first global route	36600	
Worst R2R Path Depth	22	
#FFs+latches synth	1054	
Final Power	0.00609	W
worst skew pair latency	730	ps
final instance area	63300	um2
first-pass GRT wire length	259	mm
min cycle time layout	16520	ps
yosys stat cell total	3256	
Yosys top cell area share	0.552	
power density cells	96.3	nW/um2
CP arrival	12160	ps
routed vias/inst	6.69	
final setup violation count	0	
row count	122	
TritonCTS clock tree	done	
Min Hold Slack	638	ps
Highest Clock Rate	60.5	MHz
initial core utilization	0.504	
Top cell excl fill/tap	edfxtp_1	
Yosys warning count	4	
P_leak	21.0	nW
fillers	8159	
clock skew	62.0	ps
layout cell share with drive strength beyond 1	0.302	
Hold Buf Count CTS	0	
Yosys cell types	102	
Max FO, Critical Path	25	
## metal layers
metal,global-route usage,part of all wire,up-vias
met5,0.0489,0.0037,-
met4,0.104,0.038,22
met1,0.452,0.30,16800
met2,0.524,0.47,2446
met3,0.288,0.19,394
li1,-,-,13900
## worst paths after layout
check                                      from             end  slack, ps
worst min register to register   dp.pcreg.q[31]  dp.pcreg.q[31]        640
min in group asynchronous                 reset  dp.pcreg.q[16]       4070
worst max-delay path                  instr[18]      aluout[29]       5280
worst min-delay path             dp.pcreg.q[31]  dp.pcreg.q[31]        640
worst max register to register  dp.rf.rf[31][0]   dp.pcreg.q[6]      14200
max in group asynchronous                 reset  dp.pcreg.q[17]      17400
## cells in the mapped netlist, drive strengths merged (7+ instances only)
master  count
mux2i      38
o21ai      60
nor2b      12
dfrtp      30
o211ai     12
o21a       20
a21o       59
xor2       20
or2        10
nand2     146
edfxtp   1024
inv        94
or3        13
and2        9
ha         94
nand3      49
nor3       32
nand4      10
mux2       53
xnor2      83
o21bai     10
clkbuf    154
nand2b     71
a21oi     116
mux4      640
o22ai       7
a31oi      20
nor2      139
and3       23
buf        70
a211oi     23
## registers in the layout (all words and copies together), names as in the netlist
register	flops
dp.rf.rf	1024
dp.pcreg.q	30
## where the power goes
part | switching, W | internal, W | leakage [nW]
Combinational | 0.000937 | 0.000568 | 9.55
Sequential | 0.0000460 | 0.00264 | 9.64
Clock | 0.000812 | 0.00109 | 1.80
Total | 0.00180 | 0.00430 | 21.0
## critical path, cell delays in order
cell and delay (ps):
clkdlybuf4s50_1 680, inv_6 580, buf_4 640, buf_4 680
mux4_2 600, mux2i_1 200, nor2_1 180, mux2_2 350
xnor2_1 140, ha_1 490, and3_1 300, nand2_1 100
nor4_1 240, a21boi_1 620, o21bai_1 230, a211oi_1 270
a41oi_1 70, o21ai_0 740, clkdlybuf4s50_1 620
## stage by stage
step                       util  instances  setup slack, ps
final                     0.572       5009             5280
after global routing      0.572       5007             5080
after floorplan               -       3257             7500
after CTS                 0.572       5007             5430
after global placement    0.538       4799             5500
after detailed placement  0.538       4799             5440
## area by class of cell
type,count,share of cell area
Antenna cell,2,0.0000791
Inverter,94,0.00565
Tap cell,1488,0.0294
Clock buffer,126,0.0454
Timing Repair Buffer,278,0.0406
Multi-Input combinational cell,1885,0.368
Clock inverter,82,0.0131
Sequential cell,1054,0.498
## cell families after synthesis
group,Yosys count,share of synthesized area
flops,1054,0.565
mux,731,0.276
simple gates,550,0.0489
compound gates,401,0.0490
buf+inv,318,0.0223
xor+xnor,103,0.0162
fa+ha+maj,98,0.0224
other cells,1,0.0000673
No activity file was given, so power comes from the tool's default toggle rates.
